==> ./design.v <==
module flip_flop(input D, input clk, input en, output reg Q);
  always @ (posedge clk)
    if(en)
      Q <= D;
endmodule
module register #(parameter amount = 32) (
  input wire clk,
  input [amount-1:0] D_vector,
  input en_reg,
  output reg [amount-1:0] Q_vector
);
  genvar i;
  generate
    for (i = 0; i < amount; i=i+1) begin : gen_flip_flops
      flip_flop ff (
        .D(D_vector[i]),
        .clk(clk),
        .Q(Q_vector[i]),
        .en(en_reg)
      );
    end
  endgenerate
endmodule
==> ./run.sh <==
#!/bin/bash
# OpenROAD 26Q1-2900-gdf79404cd8, Yosys 0.63+post, stock flow scripts
make -C /OpenROAD-flow-scripts/flow DESIGN_CONFIG=/design/flow/config.mk WORK_HOME=/design/flow/orfs finish
==> ./config.mk <==
export PLATFORM = sky130hd
export DESIGN_NAME = register
export DESIGN_NICKNAME = register
export VERILOG_FILES = /design/flow/design.v
export SDC_FILE = /design/flow/constraint.sdc
export NUM_CORES = 4
export LEC_CHECK = 1
export CORE_AREA = 10 10 95 95
export DIE_AREA = 0 0 105 105
==> ./constraint.sdc <==
current_design register

set clk_period 1.0
set clk_io_pct 0.2

create_clock -name clk0 -period $clk_period [get_ports {clk}]

set non_clock_inputs [all_inputs -no_clocks]
set_input_delay [expr $clk_period * $clk_io_pct] -clock clk0 $non_clock_inputs
set_output_delay [expr $clk_period * $clk_io_pct] -clock clk0 [all_outputs]
==> metrics.yaml <==
cells_and_area:
  top_regs: "gen_flip_flops.ff.Q: 32 flops"
  top_logic_cells_by_instance_count_in_the_layout: "33 x clkdlybuf4s50_1, 32 x edfxtp_1, 32 x buf_2"
  max_ffs_per_register: 32
  final_util: 0.241
  layout.cell_area.non_filler_mm2: 0.00167
  drive_above_1_share: 0.362
  reg_with_most_ffs: "gen_flip_flops.ff.Q"
  logic_gate_count: 0
  lay_top_count: "clkdlybuf4s50_1"
  area_growth_pct: 38.9
  final-comb-area_um2: 0
worst_setup_path:
  required_ps: 800
  crit_path_cell_trace: "buf_2"
  worst_path_max_fanout: 1
  critical_path_buffer_and_inverter_count: 1
  timing.critical_path.max_delay_family: "flip-flops"
  timing.critical_path.from_type: "flip-flop"
  worst-endpoint-arrival_ps: 790
  crit_path_max_incr_delay_ps: 390
  crit_path_end_kind: "output port"
  criticalPathCategory: "flip-flop to output port"
  critical_path.slowest_cell: "edfxtp_1"
floorplan:
  pin_count: 66
  dieArea_mm2: 0.0110
  placeableCoreArea_mm2: 0.00691
  row_count: 30
  fp_util: 0.174
  die_width_um: 105
  die.size.y_um: 105
final_timing:
  timing.final.setup_violations: 0
  post-route-period-util: 0.989
  tightestPinTransition_ps: 165
  timing.fmax_mhz: 1010
  post-route-worst-setup-slack_ps: 11.1
  post-route-min-period_ps: 989
  report.final.slew_viol_count: 0
  worst_hold_slack_across_all_endpoints_ps: 481
  timing_hold_violations_final: 0
  relative_max_transition_margin: 0.890
  setup_repair_after_global_routing_missed_its_margin: "yes"
synth:
  post-synth-top-area-cell: "edfxtp_1"
  synth_top_area_share: 0.800
  synth_stat.cells: 64
  synthesis.area_mm2: 0.00120
  yosys-top-cells-area: "edfxtp_1 80%, buf_4 20%"
  yosys.stat.chipArea_mm2: 0.00120
  synthesis.area_per_instance_um2: 18.8
  postSynthRegisterBits: 32
  post_synthesis_instance_total: 64
  yosysWarningCount: 1
  yosysSeqAreaShare: 0.800
  ys_types: 2
clock_tree:
  cts_tree: "yes"
  cts.sinks: 32
  cts_max_path_buffers: 2
  path_clk_slew_ps: 60
  master_cell_of_the_clock_root_buffer: "clkbuf_8"
  tritoncts_buffers: 5
  cts_max_level: 2
grt:
  grt_max_degree: 33
  grt_first_pass_wirelength_um: 4310
  antenna_violations_before_repair: 0
  grt_pass1_vias: 667
  track_usage: 0.0535
  total_grt_overflow: 0
routing:
  routed_wl_um: 2990
  post-route-drc-count: 0
  detailroute.via_count: 566
  drt-initial-drc-count: 10
  firstDrtPassIters: 4
  drt-wirelength-per-cell_um: 14.9
  num_antenna_cells: 0
  ant_nets: 0
  viasPerCell: 2.82
placed_design:
  port_buffers: 65
  place_congestion: 0.708
  dpl_cell_area_mm2: 0.00175
  pre_cts_slack_ps: -241
power_and_ir_drop:
  report.power.total_mw: 2.72
  peakVddDrop_uv: 398
  cellLeakagePower_nw: 0.617
  power-per-cell-area_mw_per_mm2: 1630
flow_run:
  timing.max_cap.violations: 0
  warning_count: 27
status:
  status: "finished, final reports clean"
hold_path:
  worst_min_delay_path_category: "input pin to flip-flop"
area by class of cell:
| class | instances | area (um2) |
|---|---|---|
| sequential | 32 | 961 |
| tap | 96 | 120 |
| clock inverter | 2 | 7.51 |
| clock buffer | 5 | 68.8 |
| timing repair buffer | 66 | 510 |
| fill | 741 | 5240 |
per-stage QoR:
step / setup TNS [ps] / std cells
4_1_cts: -5.33 / 201
5_1_grt: -158 / 201
2_1_floorplan: 0 / 64
3_3_place_gp: -7690 / 194
3_5_place_dp: -7730 / 194
6_report: 0 / 201
power by group:
| group | total, mW | internal, mW | switching (mW) | leakage, nW |
|---|---|---|---|---|
| combinational | 0.251 | 0.182 | 0.0693 | 0.264 |
| clock | 0.852 | 0.457 | 0.395 | 0.0391 |
| sequential | 1.62 | 1.59 | 0.0255 | 0.313 |
routing by layer:
layer | track usage | routed length [um] | vias to the layer above
li1 | - | - | 272
met1 | 0.0531 | 985 | 246
met2 | 0.0916 | 1540 | 44
met3 | 0.0385 | 439 | 4
met4 | 0.00588 | 24 | 0
met5 | 0 | 0 | -
final timing paths:
check	from	end	slack, ps	cells past startpoint
max	gen_flip_flops[13].ff.Q	Q_vector[13]	10	1
min	D_vector[1]	gen_flip_flops[1].ff.Q	480	1
Yosys cell counts:
| cell type | instances |
|---|---|
| buf_4 | 32 |
| edfxtp_1 | 32 |
kinds of logic (layout without fill, tap and decap cells):
logic type             count (synthesis)  after routing  share of synthesized area
flip-flops                            32             32                      0.800
buffers and inverters                 32             73                      0.200
repair_timing:
item	CTS	global route
endpoints found under the setup margin	32	13
resized	104	0
buffers inserted	0	0
hold buffers	0	0
pin swaps	0	0
Power figures rest on the tool's default switching activity, not on a simulated workload.
