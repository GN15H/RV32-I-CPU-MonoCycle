[flow/config.mk]
export PLATFORM = sky130hd
export DESIGN_NAME = mux
export DESIGN_NICKNAME = mux
export VERILOG_FILES = /design/flow/design.v
export SDC_FILE = /design/flow/constraint.sdc
export NUM_CORES = 4
export LEC_CHECK = 1
export CORE_AREA = 10 10 89 89
export DIE_AREA = 0 0 99 99
[flow/constraint.sdc]
current_design mux

set clk_period 5.3
set clk_io_pct 0.2

create_clock -name clk0 -period $clk_period

set non_clock_inputs [all_inputs -no_clocks]
set_input_delay [expr $clk_period * $clk_io_pct] -clock clk0 $non_clock_inputs
set_output_delay [expr $clk_period * $clk_io_pct] -clock clk0 [all_outputs]
[flow/design.v]
module mux #(parameter amount_of_bits=32, parameter amount_of_inputs=4) ( 
  input [amount_of_inputs-1:0][amount_of_bits-1:0] A, 
  input [$clog2(amount_of_inputs):0] selector, 
  output reg [amount_of_bits-1:0] S
  );
  always @(A, selector) begin
    S = A[0];
    for (int i = 0; i < amount_of_inputs; i = i + 1) begin
      if (i == selector) begin
        S = A[i];
      end
    end
  end
endmodule
[flow/run.sh]
#!/bin/bash
# OpenROAD 26Q1-2900-gdf79404cd8, Yosys 0.63+post, stock flow scripts
make -C /OpenROAD-flow-scripts/flow DESIGN_CONFIG=/design/flow/config.mk WORK_HOME=/design/flow/orfs finish
==> out/qor.yml <==
mux_share: 0.2381
crit_path_start_kind: "input pin"
gp_congestion: 0.7912
syn_area_per_cell_sq_um: 8.908
drc: 0
vias_per_cell: 4.691
synth.distinct_cells: 12
fin_worst_hold_slack_ns: 3.076
min-delay-start: "A[30]"
syn-cell-area_sq_um: 1345
die_w_um: 99
drtIter0Drc: 69
yosysWarnings: 1
warnings: 32
grt_pass1_vias: 1780
cpMaxStageDelayCell: "nor2_4"
nClkBuffers: 0
firstDrtPassIters: 4
syn_to_final_growth_pct: 116.7
seq_cells: 0
seqCellArea_sq_um: 0
drive_above_1_share: 0.1279
path_common_cell: "clkdlybuf4s50_1"
crit_type: "input pin to output port"
critPathCaptureType: "output port"
wl_per_cell_um: 18.45
path_delay_family: "buffers and inverters"
tightestPinTransition_ns: 0.8437
p_total_mw: 0.2338
min_to: "S[30]"
row_count: 28
synth.cellmix.xorXnorShare: 0
ant_nets: 0
ys_seq_frac: 0
compound_area_frac: 0.3274
grt_first_pass_wirelength_mm: 10.17
dpl.hpwl_mm: 5.496
synth_cells: 151
finalSetupViolCount: 0
layout.cells.non_filler: 372
layout_worst_path_cycle_share: 0.7551
io_buffers: 163
synth-adder-area-share: 0
track_usage: 0.1262
cp_cell_sequence: "clkdlybuf4s50_1, nor2_4, o22a_1, clkdlybuf4s50_1"
placed_cells: 372
cts_hold_buffers: 0
num_vias: 1745
period_needed_ns: 4.002
max_stage_delay_ns: 0.68
antenna_found_initial: 0
die_y_um: 99
crit_buf_inv: 2
rsz0062_at_grt: "no"
status: "completed"
n_antenna_cell: 0
p_per_area_nw_per_um2: 80.22
drv_slew: 0
cp_max_fo: 32
synth_stat.cells: 151
critPathArrivalTime_ns: 2.94
grt_max_degree: 65
relSlewSlack: 0.4362
clock.fmax_ghz: 0.2499
p_leak_nw: 1.072
layout_top_cell: "clkdlybuf4s50_1"
cap_violations: 0
cp_data_required_time_ns: 4.24
finalSetupTns_ns: 0
simple_gate_share: 0.3033
core-area_sq_um: 5991
fp_util: 0.2245
hold_viol_final: 0
hold_depth: 3
min_path_type: "input pin to output port"
cts_resized: 0
final_cell_mix: "clkdlybuf4s50_1 (161), mux2i_1 (32), a21oi_1 (32), o22a_1 (32), nor3b_2 (30)"
ios: 163
synth.logic.top_family: "AND-OR/OR-AND gates"
grt-ovfl-total: 0
vdd_drop_max_uv: 30.79
yosys_area_sq_um: 1345
die-area_sq_um: 9801
cts_setup_buffers: 0
utilization: 0.4864
routed_wl_mm: 6.863
## synth_stat cells (all sizes together)
master	count	area [sq um]
buf	18	165.2
mux2i	32	320.3
a21oi	32	160.2
nor3b	32	390.4
o22a	32	280.3
clkbuf	3	11.26
nor2	2	17.52
## layout make-up
| cell class | instances | area [sq um] |
|---|---|---|
| multi-input combinational | 130 | 1169 |
| timing repair buffer | 167 | 1652 |
| fill | 573 | 3077 |
| tap | 75 | 93.84 |
## logic make-up after synthesis
family | after synthesis
multiplexers | 32
AND-OR/OR-AND | 64
AND/OR/NAND/NOR | 34
buffers and inverters | 21
## metrics by stage
step	worst slack [ns]	cell area, sq um
finish	1.298	2914
detailed placement	1.269	2914
global placement	1.259	2914
global route	1.141	2914
CTS	1.271	2914
floorplan	2.503	1345
## worst max path at each step
stage	startpoint	endpoint	slack, ns	cells past startpoint
CTS	selector[1]	S[24]	1.27	5
global route	selector[1]	S[13]	1.14	5
finish	selector[2]	S[13]	1.30	4
## power by group
group / total, mW / leakage [nW] / switching, mW / internal [mW]
logic: 0.234 / 1.07 / 0.0668 / 0.167
registers: 0 / 0 / 0 / 0
clock network: 0 / 0 / 0 / 0
## layer usage
metal | part of all wire | vias up | GRT usage
li1 | - | 890 | -
met1 | 0.42 | 759 | 0.1617
met2 | 0.46 | 96 | 0.2074
met3 | 0.13 | 0 | 0.05004
met4 | 0 | 0 | 0
met5 | 0 | - | 0
No activity file was given, so power comes from the tool's default toggle rates.
